==> design.v <==
module eeprom
(
  input [10:0] address,
  input  strobe,
  input  raw_clk,
  output reg eeprom_cs,
  output reg eeprom_clk,
  output reg eeprom_di,
  input  eeprom_do,
  output ready,
  output reg [7:0] data_out
);
reg [2:0] delay = 0;
reg [13:0] command;
reg [3:0] count;
parameter STATE_IDLE           = 0;
parameter STATE_SEND_ADDRESS_0 = 1;
parameter STATE_SEND_ADDRESS_1 = 2;
parameter STATE_READ_START     = 3;
parameter STATE_READ_DATA_0    = 4;
parameter STATE_READ_DATA_1    = 5;
parameter STATE_FINISH         = 6;
reg [2:0] state = STATE_FINISH;
assign ready = state == STATE_IDLE;
always @(posedge raw_clk) begin
  case (state)
    STATE_IDLE:
      begin
        if (strobe) begin
          command[13:11] <= 3'b110;
          command[10:0] <= address;
          count <= 14;
          eeprom_cs <= 1;
          state <= STATE_SEND_ADDRESS_0;
        end else begin
          eeprom_cs <= 0;
          eeprom_di <= 0;
          eeprom_clk <= 0;
        end
      end
    STATE_SEND_ADDRESS_0:
      begin
        case (delay)
          0:
            begin
              count <= count - 1;
              eeprom_di <= command[13];
              command[13:1] <= command[12:0];
              eeprom_clk <= 0;
            end
          7:
            state <= STATE_SEND_ADDRESS_1;
        endcase
        delay <= delay + 1;
      end
    STATE_SEND_ADDRESS_1:
      begin
        eeprom_clk <= 1;
        if (delay == 7) begin
          if (count == 0) begin
            state <= STATE_READ_START;
          end else begin
            state <= STATE_SEND_ADDRESS_0;
          end
        end
        delay <= delay + 1;
      end
    STATE_READ_START:
      begin
        eeprom_clk <= 0;
        eeprom_di <= 0;
        count <= 8;
        state <= STATE_READ_DATA_0;
      end
    STATE_READ_DATA_0:
      begin
        case (delay)
          1:
            begin
              count <= count - 1;
              data_out[7:1] <= data_out[6:0];
              eeprom_clk <= 1;
            end
          7:
            state <= STATE_READ_DATA_1;
        endcase
        delay <= delay + 1;
      end
    STATE_READ_DATA_1:
      begin
        eeprom_clk <= 0;
        case (delay)
          0:
            data_out[0] <= eeprom_do;
          7:
            begin
              if (count == 0) begin
                state <= STATE_FINISH;
              end else begin
                state <= STATE_READ_DATA_0;
              end
            end
        endcase
        delay <= delay + 1;
      end
    STATE_FINISH:
      begin
        eeprom_cs <= 0;
        eeprom_di <= 0;
        state <= STATE_IDLE;
      end
  endcase
end
endmodule
==> run.sh <==
#!/bin/bash
# OpenROAD 26Q1-2900-gdf79404cd8, Yosys 0.63+post, stock flow scripts
make -C /OpenROAD-flow-scripts/flow DESIGN_CONFIG=/design/flow/config.mk WORK_HOME=/design/flow/orfs finish
==> config.mk <==
export PLATFORM = sky130hd
export DESIGN_NAME = eeprom
export DESIGN_NICKNAME = eeprom
export VERILOG_FILES = /design/flow/design.v
export SDC_FILE = /design/flow/constraint.sdc
export NUM_CORES = 4
export LEC_CHECK = 1
export CORE_UTILIZATION = 40
==> constraint.sdc <==
current_design eeprom

set clk_period 3.8
set clk_io_pct 0.2

create_clock -name clk0 -period $clk_period [get_ports {raw_clk}]

set non_clock_inputs [all_inputs -no_clocks]
set_input_delay [expr $clk_period * $clk_io_pct] -clock clk0 $non_clock_inputs
set_output_delay [expr $clk_period * $clk_io_pct] -clock clk0 [all_outputs]
==> run summary <==
flow finished, numbers: GP Congestion=0.800, initial antenna violation count=0, OpenROAD warning count=28, worst path bufs/invs=1, largest net degree at the start of global routing=23, crit-path cells=nor3_1 > clkdlybuf4s50_1, Final Max Tran Viols=0, Post CTS Setup Buffer Count=0, final hold vios=0, status=finished clean, Peak Freq=404 MHz, Yosys warnings=1, sequential area share after synthesis=61.9%, Post-synth EDFFs=35, Yosys Chip Area=0.00170 mm², Post-Syn Instances=120, first-pass GRT wire length=4590 µm, io pins=26, Mapped Avg Cell Area=14.1 µm², Residual DRC=0, HP Start=data_out[6], setup TNS=0 ps, Max-Slew Margin vs Limit=54.8%, CP Launch Type=flip-flop, Max Fanout on Critical Path=17, cell taking the most area after synthesis=edfxtp_1, met2 GRT Util=19.1%, WS Path Type=flip-flop to primary output, count of final setup violators=0, vias per cell=4.90, Max stage delay on crit path=670 ps, period utilization=65.1%, Largest cells by area=edfxtp_1 62%, mux2_2 6.0%, ha_1 4.4%, worst r2r path cells=3, fp util=42.1%, 1st-iter DRT viols=30, vias in the first global route=976, CP max stage cell=edfxtp_1, CP top delay family=flip-flops, clk sink count=35, Area leader share=61.9%, GRT Residual Overflow=0, chip area=0.00451 mm², WP depth=2, Setup crit end kind=primary output, worst path required time=3040 ps, Final Core Density=52.1%, die x size=67.2 µm, tally of filler cells in the layout=348, critical path launch point=state[0], Post-synth ARST share=0%, total global-route track usage=14.6%, RSZ-0062 raised after global routing=no, Max clock buf depth=2, # hold bufs at CTS=0, worst-margin pin slew=678 ps, post-cts gate resize count=0, CTS tree=built, final WL=2650 µm, First-pass DRT Iterations=4, Netlist Area Pre-Place=0.00170 mm², arrival time worst endpoint=1710 ps, Yosys Instances=120, number of max-cap violations=0, Worst IR Drop VDD=436 µV, clk slew on worst S/H paths=70 ps, FP Rows=23, Pleak=0.000772 µW, WHS Path Cells=0, share of cells above drive strength 1=16.1%, Hold Path Class=flip-flop to flip-flop, root buffer cell=clkbuf_8, Area Overhead vs Synth=23.7%, routed via count=975, worst reg2reg path startpoint=state[0], drt wl/cell=13.3 µm, Registers, synthesis=35, power per cell area=764 mW/mm², Synth cell types=34, global routing usage on met3=5.48%, most frequent cell after synthesis=edfxtp_1, Setup Skew=6.19 ps, CTS Buf Count=5, core area=0.00403 mm², fin crit period=2470 ps, CTS HTree Levels=2, Die Ht=67.2 µm, Post-synth top cells=35 x edfxtp_1, 9 x mux2_2, 8 x inv_1, port bufs=25, Detail Placement HPWL=1850 µm, Final ANT Viol Nets=0, Top Usage Layer GRT=met1, M1 GR Usage=25.3%, Dominant flop cell=edfxtp_1, clk ins delay skew pair=290 ps, Antenna Cells=0
## area by class of cell
cell class | count | area [µm²] | area share [%]
timing repair buffer | 27 | 265 | 12.6
sequential | 35 | 1050 | 50.1
inverter | 8 | 30.0 | 1.43
clock inverter | 3 | 43.8 | 2.09
clock buffer | 5 | 68.8 | 3.28
tap | 50 | 62.6 | 2.98
multi-input combinational | 71 | 578 | 27.5
## report_power, final
part | internal (µW) | total, µW | leakage (µW) | switching, µW
clock | 195 | 330 | 0.0000581 | 135
sequential | 611 | 709 | 0.000321 | 98.4
combinational | 275 | 565 | 0.000393 | 290
total | 1080 | 1600 | 0.000772 | 523
## path summary, 6_finish.rpt
path	end	slack [ps]
max	ready	1330
min	data_out[7]	460
max reg2reg	command[10]	1980
min reg2reg	data_out[7]	460
## routing by layer
metal,vias up,wire (µm)
met5,-,0
met4,0,37
met3,6,162
met2,28,1110
met1,451,1340
li1,490,-
## logic make-up after synthesis
| family | after synthesis | share of synthesized area, % |
|---|---|---|
| adders and majority gates | 6 | 4.42 |
| buffers and inverters | 14 | 4.35 |
| and+or+nand+nor | 34 | 13.0 |
| muxes | 14 | 8.99 |
| DFF | 35 | 61.9 |
| xor gates and xnor gates | 5 | 2.58 |
| AOI/OAI and AO/OA | 12 | 4.79 |
## stage by stage
| step | power, µW | hold slack (ps) | instances | worst slack (ps) | area [µm²] |
|---|---|---|---|---|---|
| CTS | 1620 | 453 | 199 | 1310 | 2100 |
| finish | 1600 | 456 | 199 | 1330 | 2100 |
| floorplan | 1140 | 400 | 120 | 1570 | 1700 |
| global placement | 1270 | 440 | 191 | 1630 | 1990 |
| global route | 1730 | 475 | 199 | 1210 | 2100 |
| detailed placement | 1290 | 440 | 191 | 1590 | 1990 |
## worst register-to-register path, stage by stage (launching register included)
cell      delay (ps)
edfxtp_1         790
nand2b_4         190
nor2_8           220
mux2_1           370
## cell usage in the layout (no fill, tap or decap), drive strengths merged, types with 2 or more instances in the layout
master         synthesis  routed
nor3b                  2       2
a2bb2oi                2       2
xnor2                  4       4
mux2i                  4       4
nand2                  6       6
mux2                  10      10
ha                     6       6
edfxtp                35      35
buf                    6       2
nand2b                 2       2
nor2b                  4       4
and3                   3       3
inv                    8       8
clkinv                 0       2
or3                    2       2
nor3                   3       3
clkbuf                 0       5
nor2                   8       8
clkdlybuf4s50          0      25
o21ai                  2       2
a21oi                  3       3
## state kept, by name, summed over array words and instances (netlist names)
| name | count |
|---|---|
| data_out | 8 |
| eeprom_di | 1 |
| delay | 3 |
| command | 14 |
| eeprom_cs | 1 |
| eeprom_clk | 1 |
| count | 4 |
| state | 3 |
No activity file was given, so power comes from the tool's default toggle rates.
