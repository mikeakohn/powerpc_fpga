**design/flow/run.sh**
```bash
#!/bin/bash
# OpenROAD 26Q1-2900-gdf79404cd8, Yosys 0.63+post, stock flow scripts
make -C /OpenROAD-flow-scripts/flow DESIGN_CONFIG=/design/flow/config.mk WORK_HOME=/design/flow/orfs finish
```
**design/flow/config.mk**
```make
export PLATFORM = sky130hd
export DESIGN_NAME = peripherals
export DESIGN_NICKNAME = peripherals
export VERILOG_FILES = /design/flow/design.v
export SDC_FILE = /design/flow/constraint.sdc
export NUM_CORES = 4
export LEC_CHECK = 1
export CORE_UTILIZATION = 50
```
**design/flow/constraint.sdc**
```tcl
current_design peripherals

set clk_period 2.6
set clk_io_pct 0.2

create_clock -name clk0 -period $clk_period [get_ports {raw_clk}]

set non_clock_inputs [all_inputs -no_clocks]
set_input_delay [expr $clk_period * $clk_io_pct] -clock clk0 $non_clock_inputs
set_output_delay [expr $clk_period * $clk_io_pct] -clock clk0 [all_outputs]
```
**design/flow/design.v**
```verilog
module peripherals
(
  input enable,
  input [7:0] address,
  input [31:0] data_in,
  output reg [31:0] data_out,
  input  write_enable,
  input  clk,
  input  raw_clk,
  output speaker_p,
  output speaker_m,
  output ioport_0,
  output ioport_1,
  output ioport_2,
  output ioport_3,
  input  button_0,
  input  reset,
  output spi_clk,
  output spi_mosi,
  input  spi_miso
);
reg [7:0] storage [3:0];
reg [15:0] speaker_value_high;
reg [15:0] speaker_value_curr;
reg [7:0]  buttons;
reg speaker_toggle;
reg speaker_value_p;
reg speaker_value_m;
assign speaker_p = speaker_value_p;
assign speaker_m = speaker_value_m;
reg [7:0] ioport_a = 0;
assign ioport_0 = ioport_a[0];
reg [7:0] ioport_b = 0;  
assign ioport_1 = ioport_b[0];
assign ioport_2 = ioport_b[1];
assign ioport_3 = ioport_b[2];
wire [7:0] spi_rx_buffer;
reg  [15:0] spi_tx_buffer;
wire spi_busy;
reg spi_start;
reg spi_width_16;
always @(button_0) begin
  buttons = { 7'b0, ~button_0 };
end
always @(posedge raw_clk) begin
  if (speaker_value_high == 16'b0) begin
    speaker_value_curr <= 0;
    speaker_value_p <= 0;
    speaker_value_m <= 0;
  end else begin
    speaker_value_curr <= speaker_value_curr + 1'b1;
    if (speaker_value_curr == speaker_value_high) begin
      speaker_value_curr <= 0;
      speaker_toggle <= ~speaker_toggle;
      speaker_value_p <= speaker_toggle;
      speaker_value_m <= ~speaker_toggle;
    end
  end
end
always @(posedge raw_clk) begin
  if (reset) speaker_value_high <= 0;
  if (write_enable) begin
    case (address[7:2])
      5'h1: spi_tx_buffer <= data_in;
      5'h3:
        begin
          if (data_in[1] == 1) spi_start <= 1;
          spi_width_16 <= data_in[2];
        end
      5'h8: ioport_a <= data_in;
      5'h9:
        begin
          case (data_in[7:0])
            60: speaker_value_high <= 45866;  
            61: speaker_value_high <= 43293;  
            62: speaker_value_high <= 40863;  
            63: speaker_value_high <= 38569;  
            64: speaker_value_high <= 36404;  
            65: speaker_value_high <= 34361;  
            66: speaker_value_high <= 32433;  
            67: speaker_value_high <= 30612;  
            68: speaker_value_high <= 28894;  
            69: speaker_value_high <= 27272;  
            70: speaker_value_high <= 25742;  
            71: speaker_value_high <= 24297;  
            72: speaker_value_high <= 22933;  
            73: speaker_value_high <= 21646;  
            74: speaker_value_high <= 20431;  
            75: speaker_value_high <= 19284;  
            76: speaker_value_high <= 18202;  
            77: speaker_value_high <= 17180;  
            78: speaker_value_high <= 16216;  
            79: speaker_value_high <= 15306;  
            80: speaker_value_high <= 14447;  
            81: speaker_value_high <= 13636;  
            82: speaker_value_high <= 12870;  
            83: speaker_value_high <= 12148;  
            84: speaker_value_high <= 11466;  
            85: speaker_value_high <= 10823;  
            86: speaker_value_high <= 10215;  
            87: speaker_value_high <= 9642;   
            88: speaker_value_high <= 9101;   
            89: speaker_value_high <= 8590;   
            90: speaker_value_high <= 8108;   
            91: speaker_value_high <= 7653;   
            92: speaker_value_high <= 7223;   
            93: speaker_value_high <= 6818;   
            94: speaker_value_high <= 6435;   
            95: speaker_value_high <= 6074;   
            96: speaker_value_high <= 5733;   
            default: speaker_value_high <= 0;
          endcase
        end
      5'ha: ioport_b <= data_in;
    endcase
  end else begin
    if (spi_start && spi_busy) spi_start <= 0;
    if (enable) begin
      case (address[7:2])
        5'h0: data_out <= buttons;
        5'h1: data_out <= spi_tx_buffer;
        5'h2: data_out <= spi_rx_buffer;
        5'h3: data_out <= { 5'b00000, spi_width_16, 1'b0, spi_busy };
        5'h8: data_out <= ioport_a;
        5'ha: data_out <= ioport_b;
        default: data_out <= 0;
      endcase
    end
  end
end
spi spi_0
(
  .raw_clk  (raw_clk),
  .start    (spi_start),
  .width_16 (spi_width_16),
  .data_tx  (spi_tx_buffer),
  .data_rx  (spi_rx_buffer),
  .busy     (spi_busy),
  .sclk     (spi_clk),
  .mosi     (spi_mosi),
  .miso     (spi_miso)
);
endmodule
module spi
(
  input  raw_clk,
  input  start,
  input  width_16,
  input  [15:0] data_tx,
  output [7:0] data_rx,
  output busy,
  output reg sclk,
  output reg mosi,
  input  miso
);
reg [1:0] state = 0;
reg [7:0] rx_buffer;
reg [15:0] tx_buffer;
reg [4:0] count;
assign data_rx = rx_buffer;
assign busy = state != STATE_IDLE;
parameter STATE_IDLE    = 0;
parameter STATE_CLOCK_0 = 1;
parameter STATE_CLOCK_1 = 2;
parameter STATE_LAST    = 3;
always @(posedge raw_clk) begin
  case (state)
    STATE_IDLE:
      begin
        if (start) begin
          if (width_16)
            tx_buffer <= data_tx;
          else
            tx_buffer[15:8] <= data_tx[7:0];
          state <= STATE_CLOCK_0;
          count <= 0;
        end else begin
          mosi <= 0;
        end
      end
    STATE_CLOCK_0:
      begin
        sclk <= 0;
        if (count != 0) rx_buffer <= { rx_buffer[6:0], miso };
        tx_buffer <= tx_buffer << 1;
        mosi <= tx_buffer[15];
        count <= count + 1;
        state <= STATE_CLOCK_1;
      end
    STATE_CLOCK_1:
      begin
        sclk <= 1;
        if (width_16 == 0 && count[3]) begin
          state <= STATE_LAST;
        end else if (width_16 == 1 && count[4]) begin
          state <= STATE_LAST;
        end else begin
          state <= STATE_CLOCK_0;
        end
      end
    STATE_LAST:
      begin
        sclk <= 0;
        rx_buffer <= { rx_buffer[6:0], miso };
        state <= STATE_IDLE;
      end
  endcase
end
endmodule
```
==> out/summary.txt <==
CTS tree -> yes
Top routing layer used -> met4
R2R Setup Slk -> 0.75 ns
Ys async rst share -> 0%
Post-synth top area cell -> edfxtp_1
RR Endpoint -> speaker_value_curr[8]
Synth Warn # -> 2
Gate Count Post-Synth -> 534
Critical-path cell with the highest stage delay -> a2111oi_0
Fillers -> 894
GR Overflow Total -> 0
Pwr Density -> 772 mW/mm^2
Hold Crit Class -> reg -> reg
Crit path depth -> 9
Pre-antenna DRT Iters -> 5
Critical path's largest stage delay -> 0.49 ns
RSZ-0062 raised after global routing -> false
Cells in synth_stat.txt -> 534
# rows -> 39
F_max -> 443 MHz
Tool warning count -> 55
Core ar. -> 0.0114 sq mm
Final WL -> 12,900 um
DP HPWL -> 9300 um
Critical Path Source Type -> input pin
Area of the die -> 0.0122 sq mm
PnR worst setup slack -> 0.343 ns
Largest net degree at the start of global routing -> 23
Vias per cell -> 5.45
WL met1 -> 6230 um
Status -> completed
Post-CTS Resized -> 0
Final setup viols -> 0
Max H-tree Level -> 4
Max-slew violation count -> 0
Most common cell in the synthesized netlist -> edfxtp_1
Total CTS buffers -> 17
R2r startpoint -> speaker_value_curr[7]
Dominant register cell -> edfxtp_1
Yosys Chip Area -> 0.00587 sq mm
HP Start -> spi_0.rx_buffer[5]
Cells along the critical path -> clkdlybuf4s50_1 > inv_1 > ha_1 > inv_1 > nor2_1 > a2111oi_0 > buf_4 > o31ai_1 > a22o_1
Die Width -> 110 um
P_leak -> 2.86 nW
Root Driver -> clkbuf_16
Fin Clk Skew -> 0.0105 ns
Layout cells sized above 1 -> 13.4%
Worst-skew pair later-pin latency -> 0.41 ns
Top-level I/O count -> 87
Initial antenna violation count -> 0
Buf/Inv on CP -> 4
Drt wl/cell -> 16.7 um
Number of enable flip-flop cells -> 84
Crit end category -> flop
Delay-heaviest family, CP -> buffers and inverters
Pre-Place Util -> 51.4%
Area of the mapped netlist -> 0.00587 sq mm
Worst path arrival time -> 2.55 ns
Top cells by count, synth -> edfxtp_1, nor2_1, nand2_1
CP Capture Point -> speaker_value_high[3]
First-pass GRT wire length -> 20,300 um
Placer Congestion -> 0.939
CTS max path bufs -> 2
Met3 WL -> 1120 um
Synth-to-layout area growth -> 24.3%
CTS Sinks -> 118
Clk pin slew, worst setup/hold paths -> 0.05 ns
Slew @ Worst Pin -> 0.824 ns
Final Power -> 5.63 mW
Port buffer count -> 51
Worst IR Drop VDD -> 0.703 mV
Crit path from -> data_in[0]
Cell variety after synth -> 63
Vias in the first global route -> 3,981
# Max-Cap Violations -> 0
Average instance area after synthesis -> 11.0 sq um
Dominant cell area share -> 42.9%
Die height -> 110 um
Initial drt markers -> 258
Wire length on met2 -> 5500 um
Tcrit/Tclk final -> 86.8%
Most used cell, CP -> inv_1
Post-synth area hogs -> edfxtp_1, dfxtp_1, mux2i_1
Cell count of the worst reg-to-reg path -> 5
Post-route ant nets -> 0
Required time of the critical path -> 2.89 ns
Diode count -> 0
# DRC -> 0
All-Layer GR Usage -> 23.6%
Hold Buf Count CTS -> 0
CP max FO -> 6
Post-CTS Setup Inserts -> 0
Seq cells post-synth -> 118
Register area share after synthesis -> 54.5%
Hold Fails Final Rpt -> 0
DR vias -> 4,227
Pre-CTS WS -> -0.0690 ns
CP Class -> in -> reg
Relative slew slack -> 44.9%
Fin crit period -> 2.26 ns
-- sequential cells by signal, summed over array words and instances, names as in the netlist --
name                cells
spi_0.rx_buffer         8
speaker_value_high     16
ioport_b                8
ioport_a                8
spi_tx_buffer          16
speaker_value_p         1
spi_0.mosi              1
spi_0.tx_buffer        16
spi_0.count             5
spi_0.state             2
spi_width_16            1
spi_start               1
data_out               16
speaker_value_curr     16
spi_0.sclk              1
speaker_toggle          1
speaker_value_m         1
-- through the flow --
| stage | util, % | instance area, sq um | hold slack (ns) | setup TNS (ns) | instances |
|---|---|---|---|---|---|
| after floorplan | - | 5930 | 0.421 | 0 | 549 |
| after global placement | 58.9 | 6720 | 0.439 | -0.0600 | 744 |
| after detailed placement | 58.9 | 6720 | 0.438 | -0.0690 | 744 |
| after CTS | 63.9 | 7300 | 0.444 | 0 | 776 |
| after global routing | 63.9 | 7300 | 0.460 | 0 | 776 |
| final | 63.9 | 7300 | 0.447 | 0 | 776 |
-- power breakdown --
part           switching (mW)  leakage, nW  internal (mW)
logic                   0.502         1.49          0.349
clock network           0.770        0.291           1.43
registers               0.140         1.08           2.44
-- cells in the final DEF, fill, tap and decap left out, types with 17 or more instances in the layout --
master	count
nand2_1	49
dfxtp_1	34
nor2_1	53
buf_4	44
xnor2_1	24
inv_1	17
edfxtp_1	84
a21oi_1	17
clkdlybuf4s50_1	51
o21ai_0	19
mux2i_1	22
clkbuf_16	19
-- layout make-up --
class	instances	area, sq um	area share, %
inverter	17	63.8	0.874
multi-input combinational	371	2430	33.3
timing repair buffer	95	841	11.5
tap	143	179	2.45
clock inverter	6	36.3	0.497
sequential	118	3200	43.9
clock buffer	26	542	7.42
-- layer usage --
metal  global-route usage, %  vias to the layer above
met5                       0                        -
met4                    2.16                        0
met3                    9.53                        7
met2                    32.5                      158
met1                    39.1                     1979
li1                        -                     2083
-- cell families after synthesis --
kind of cell | after synthesis | share of synthesized area (%)
AOI/OAI and AO/OA | 91 | 10.8
xor gates and xnor gates | 33 | 4.92
adders and majority gates | 15 | 3.20
buffers and inverters | 60 | 5.07
DFF | 118 | 54.5
muxes | 25 | 4.90
other | 1 | 0.0639
and+or+nand+nor | 191 | 16.5
-- how the worst min path moves through the flow --
stage,to,depth (start not counted)
CTS,spi_0.rx_buffer[2],0
global route,spi_0.rx_buffer[2],0
finish,spi_0.rx_buffer[6],0
Power is estimated from default activity; no workload was simulated.
